File: ./run.sh
#!/bin/bash
# OpenROAD 26Q1-2900-gdf79404cd8, Yosys 0.63+post, stock flow scripts
make -C /OpenROAD-flow-scripts/flow DESIGN_CONFIG=/design/flow/config.mk WORK_HOME=/design/flow/orfs finish
File: ./config.mk
export PLATFORM = sky130hd
export DESIGN_NAME = RecursiveDoubling
export DESIGN_NICKNAME = RecursiveDoubling
export VERILOG_FILES = /design/flow/design.v
export SDC_FILE = /design/flow/constraint.sdc
export NUM_CORES = 4
export LEC_CHECK = 1
export CORE_AREA = 10 10 86 86
export DIE_AREA = 0 0 96 96
File: ./constraint.sdc
current_design RecursiveDoubling

set clk_period 5.9
set clk_io_pct 0.2

create_clock -name clk0 -period $clk_period

set non_clock_inputs [all_inputs -no_clocks]
set_input_delay [expr $clk_period * $clk_io_pct] -clock clk0 $non_clock_inputs
set_output_delay [expr $clk_period * $clk_io_pct] -clock clk0 [all_outputs]
File: ./design.v
module RecursiveDoubling(a, b, cin, sum, cout);
	input [16:1] a,b;
	input cin;
	output wire [16:1] sum;
	output wire cout;
	wire [1:0] pgk [16:1];
	wire [1:0] temp_1 [16:1];
	wire [1:0] temp_2 [16:1];
	wire [1:0] temp_3 [16:1];
	wire [1:0] temp_4 [16:1];
	wire [16:1] gk;
assign pgk[1][0]=(a[1]&b[1]) | (b[1]&cin) | (cin&a[1]);
assign pgk[1][1]=(a[1]&b[1]) | (b[1]&cin) | (cin&a[1]);
assign pgk[2][0]=a[2]&b[2]; 
assign pgk[2][1]=a[2]|b[2];
assign pgk[3][0]=a[3]&b[3]; 
assign pgk[3][1]=a[3]|b[3];
assign pgk[4][0]=a[4]&b[4]; 
assign pgk[4][1]=a[4]|b[4];
assign pgk[5][0]=a[5]&b[5]; 
assign pgk[5][1]=a[5]|b[5];
assign pgk[6][0]=a[6]&b[6]; 
assign pgk[6][1]=a[6]|b[6];
assign pgk[7][0]=a[7]&b[7]; 
assign pgk[7][1]=a[7]|b[7];
assign pgk[8][0]=a[8]&b[8]; 
assign pgk[8][1]=a[8]|b[8];
assign pgk[9][0]=a[9]&b[9]; 
assign pgk[9][1]=a[9]|b[9];
assign pgk[10][0]=a[10]&b[10]; 
assign pgk[10][1]=a[10]|b[10];
assign pgk[11][0]=a[11]&b[11]; 
assign pgk[11][1]=a[11]|b[11];
assign pgk[12][0]=a[12]&b[12]; 
assign pgk[12][1]=a[12]|b[12];
assign pgk[13][0]=a[13]&b[13]; 
assign pgk[13][1]=a[13]|b[13];
assign pgk[14][0]=a[14]&b[14]; 
assign pgk[14][1]=a[14]|b[14];
assign pgk[15][0]=a[15]&b[15]; 
assign pgk[15][1]=a[15]|b[15];
assign pgk[16][0]=a[16]&b[16]; 
assign pgk[16][1]=a[16]|b[16];
assign temp_1[1][0]=pgk[1][0];
assign temp_1[1][1]=pgk[1][1];
assign temp_1[2][0]=(pgk[2][0])|(pgk[2][1]&pgk[1][0]);
assign temp_1[2][1]=(pgk[2][0])|(pgk[2][1]&pgk[1][1]);
assign temp_1[3][0]=(pgk[3][0])|(pgk[3][1]&pgk[2][0]);
assign temp_1[3][1]=(pgk[3][0])|(pgk[3][1]&pgk[2][1]);
assign temp_1[4][0]=(pgk[4][0])|(pgk[4][1]&pgk[3][0]);
assign temp_1[4][1]=(pgk[4][0])|(pgk[4][1]&pgk[3][1]);
assign temp_1[5][0]=(pgk[5][0])|(pgk[5][1]&pgk[4][0]);
assign temp_1[5][1]=(pgk[5][0])|(pgk[5][1]&pgk[4][1]);
assign temp_1[6][0]=(pgk[6][0])|(pgk[6][1]&pgk[5][0]);
assign temp_1[6][1]=(pgk[6][0])|(pgk[6][1]&pgk[5][1]);
assign temp_1[7][0]=(pgk[7][0])|(pgk[7][1]&pgk[6][0]);
assign temp_1[7][1]=(pgk[7][0])|(pgk[7][1]&pgk[6][1]);
assign temp_1[8][0]=(pgk[8][0])|(pgk[8][1]&pgk[7][0]);
assign temp_1[8][1]=(pgk[8][0])|(pgk[8][1]&pgk[7][1]);
assign temp_1[9][0]=(pgk[9][0])|(pgk[9][1]&pgk[8][0]);
assign temp_1[9][1]=(pgk[9][0])|(pgk[9][1]&pgk[8][1]);
assign temp_1[10][0]=(pgk[10][0])|(pgk[10][1]&pgk[9][0]);
assign temp_1[10][1]=(pgk[10][0])|(pgk[10][1]&pgk[9][1]);
assign temp_1[11][0]=(pgk[11][0])|(pgk[11][1]&pgk[10][0]);
assign temp_1[11][1]=(pgk[11][0])|(pgk[11][1]&pgk[10][1]);
assign temp_1[12][0]=(pgk[12][0])|(pgk[12][1]&pgk[11][0]);
assign temp_1[12][1]=(pgk[12][0])|(pgk[12][1]&pgk[11][1]);
assign temp_1[13][0]=(pgk[13][0])|(pgk[13][1]&pgk[12][0]);
assign temp_1[13][1]=(pgk[13][0])|(pgk[13][1]&pgk[12][1]);
assign temp_1[14][0]=(pgk[14][0])|(pgk[14][1]&pgk[13][0]);
assign temp_1[14][1]=(pgk[14][0])|(pgk[14][1]&pgk[13][1]);
assign temp_1[15][0]=(pgk[15][0])|(pgk[15][1]&pgk[14][0]);
assign temp_1[15][1]=(pgk[15][0])|(pgk[15][1]&pgk[14][1]);
assign temp_1[16][0]=(pgk[16][0])|(pgk[16][1]&pgk[15][0]);
assign temp_1[16][1]=(pgk[16][0])|(pgk[16][1]&pgk[15][1]);
assign temp_2[1][0]=temp_1[1][0];
assign temp_2[1][1]=temp_1[1][1];
assign temp_2[2][0]=temp_1[2][0];
assign temp_2[2][1]=temp_1[2][1];
assign temp_2[3][0]=(temp_1[3][0])|(temp_1[3][1]&temp_1[1][0]);
assign temp_2[3][1]=(temp_1[3][0])|(temp_1[3][1]&temp_1[1][1]);
assign temp_2[4][0]=(temp_1[4][0])|(temp_1[4][1]&temp_1[2][0]);
assign temp_2[4][1]=(temp_1[4][0])|(temp_1[4][1]&temp_1[2][1]);
assign temp_2[5][0]=(temp_1[5][0])|(temp_1[5][1]&temp_1[3][0]);
assign temp_2[5][1]=(temp_1[5][0])|(temp_1[5][1]&temp_1[3][1]);
assign temp_2[6][0]=(temp_1[6][0])|(temp_1[6][1]&temp_1[4][0]);
assign temp_2[6][1]=(temp_1[6][0])|(temp_1[6][1]&temp_1[4][1]);
assign temp_2[7][0]=(temp_1[7][0])|(temp_1[7][1]&temp_1[5][0]);
assign temp_2[7][1]=(temp_1[7][0])|(temp_1[7][1]&temp_1[5][1]);
assign temp_2[8][0]=(temp_1[8][0])|(temp_1[8][1]&temp_1[6][0]);
assign temp_2[8][1]=(temp_1[8][0])|(temp_1[8][1]&temp_1[6][1]);
assign temp_2[9][0]=(temp_1[9][0])|(temp_1[9][1]&temp_1[7][0]);
assign temp_2[9][1]=(temp_1[9][0])|(temp_1[9][1]&temp_1[7][1]);
assign temp_2[10][0]=(temp_1[10][0])|(temp_1[10][1]&temp_1[8][0]);
assign temp_2[10][1]=(temp_1[10][0])|(temp_1[10][1]&temp_1[8][1]);
assign temp_2[11][0]=(temp_1[11][0])|(temp_1[11][1]&temp_1[9][0]);
assign temp_2[11][1]=(temp_1[11][0])|(temp_1[11][1]&temp_1[9][1]);
assign temp_2[12][0]=(temp_1[12][0])|(temp_1[12][1]&temp_1[10][0]);
assign temp_2[12][1]=(temp_1[12][0])|(temp_1[12][1]&temp_1[10][1]);
assign temp_2[13][0]=(temp_1[13][0])|(temp_1[13][1]&temp_1[11][0]);
assign temp_2[13][1]=(temp_1[13][0])|(temp_1[13][1]&temp_1[11][1]);
assign temp_2[14][0]=(temp_1[14][0])|(temp_1[14][1]&temp_1[12][0]);
assign temp_2[14][1]=(temp_1[14][0])|(temp_1[14][1]&temp_1[12][1]);
assign temp_2[15][0]=(temp_1[15][0])|(temp_1[15][1]&temp_1[13][0]);
assign temp_2[15][1]=(temp_1[15][0])|(temp_1[15][1]&temp_1[13][1]);
assign temp_2[16][0]=(temp_1[16][0])|(temp_1[16][1]&temp_1[14][0]);
assign temp_2[16][1]=(temp_1[16][0])|(temp_1[16][1]&temp_1[14][1]);
assign temp_3[1][0]=temp_2[1][0];
assign temp_3[1][1]=temp_2[1][1];
assign temp_3[2][0]=temp_2[2][0];
assign temp_3[2][1]=temp_2[2][1];
assign temp_3[3][0]=temp_2[3][0];
assign temp_3[3][1]=temp_2[3][1];
assign temp_3[4][0]=temp_2[4][0];
assign temp_3[4][1]=temp_2[4][1];
assign temp_3[5][0]=(temp_2[5][0])|(temp_2[5][1]&temp_2[1][0]);
assign temp_3[5][1]=(temp_2[5][0])|(temp_2[5][1]&temp_2[1][1]);
assign temp_3[6][0]=(temp_2[6][0])|(temp_2[6][1]&temp_2[2][0]);
assign temp_3[6][1]=(temp_2[6][0])|(temp_2[6][1]&temp_2[2][1]);
assign temp_3[7][0]=(temp_2[7][0])|(temp_2[7][1]&temp_2[3][0]);
assign temp_3[7][1]=(temp_2[7][0])|(temp_2[7][1]&temp_2[3][1]);
assign temp_3[8][0]=(temp_2[8][0])|(temp_2[8][1]&temp_2[4][0]);
assign temp_3[8][1]=(temp_2[8][0])|(temp_2[8][1]&temp_2[4][1]);
assign temp_3[9][0]=(temp_2[9][0])|(temp_2[9][1]&temp_2[5][0]);
assign temp_3[9][1]=(temp_2[9][0])|(temp_2[9][1]&temp_2[5][1]);
assign temp_3[10][0]=(temp_2[10][0])|(temp_2[10][1]&temp_2[6][0]);
assign temp_3[10][1]=(temp_2[10][0])|(temp_2[10][1]&temp_2[6][1]);
assign temp_3[11][0]=(temp_2[11][0])|(temp_2[11][1]&temp_2[7][0]);
assign temp_3[11][1]=(temp_2[11][0])|(temp_2[11][1]&temp_2[7][1]);
assign temp_3[12][0]=(temp_2[12][0])|(temp_2[12][1]&temp_2[8][0]);
assign temp_3[12][1]=(temp_2[12][0])|(temp_2[12][1]&temp_2[8][1]);
assign temp_3[13][0]=(temp_2[13][0])|(temp_2[13][1]&temp_2[9][0]);
assign temp_3[13][1]=(temp_2[13][0])|(temp_2[13][1]&temp_2[9][1]);
assign temp_3[14][0]=(temp_2[14][0])|(temp_2[14][1]&temp_2[10][0]);
assign temp_3[14][1]=(temp_2[14][0])|(temp_2[14][1]&temp_2[10][1]);
assign temp_3[15][0]=(temp_2[15][0])|(temp_2[15][1]&temp_2[11][0]);
assign temp_3[15][1]=(temp_2[15][0])|(temp_2[15][1]&temp_2[11][1]);
assign temp_3[16][0]=(temp_2[16][0])|(temp_2[16][1]&temp_2[12][0]);
assign temp_3[16][1]=(temp_2[16][0])|(temp_2[16][1]&temp_2[12][1]);
assign temp_4[1][0]=temp_3[1][0];
assign temp_4[1][1]=temp_3[1][1];
assign temp_4[2][0]=temp_3[2][0];
assign temp_4[2][1]=temp_3[2][1];
assign temp_4[3][0]=temp_3[3][0];
assign temp_4[3][1]=temp_3[3][1];
assign temp_4[4][0]=temp_3[4][0];
assign temp_4[4][1]=temp_3[4][1];
assign temp_4[5][0]=temp_3[5][0];
assign temp_4[5][1]=temp_3[5][1];
assign temp_4[6][0]=temp_3[6][0];
assign temp_4[6][1]=temp_3[6][1];
assign temp_4[7][0]=temp_3[7][0];
assign temp_4[7][1]=temp_3[7][1];
assign temp_4[8][0]=temp_3[8][0];
assign temp_4[8][1]=temp_3[8][1];
assign temp_4[9][0]=(temp_3[9][0])|(temp_3[9][1]&temp_3[1][0]);
assign temp_4[9][1]=(temp_3[9][0])|(temp_3[9][1]&temp_3[1][1]);
assign temp_4[10][0]=(temp_3[10][0])|(temp_3[10][1]&temp_3[2][0]);
assign temp_4[10][1]=(temp_3[10][0])|(temp_3[10][1]&temp_3[2][1]);
assign temp_4[11][0]=(temp_3[11][0])|(temp_3[11][1]&temp_3[3][0]);
assign temp_4[11][1]=(temp_3[11][0])|(temp_3[11][1]&temp_3[3][1]);
assign temp_4[12][0]=(temp_3[12][0])|(temp_3[12][1]&temp_3[4][0]);
assign temp_4[12][1]=(temp_3[12][0])|(temp_3[12][1]&temp_3[4][1]);
assign temp_4[13][0]=(temp_3[13][0])|(temp_3[13][1]&temp_3[5][0]);
assign temp_4[13][1]=(temp_3[13][0])|(temp_3[13][1]&temp_3[5][1]);
assign temp_4[14][0]=(temp_3[14][0])|(temp_3[14][1]&temp_3[6][0]);
assign temp_4[14][1]=(temp_3[14][0])|(temp_3[14][1]&temp_3[6][1]);
assign temp_4[15][0]=(temp_3[15][0])|(temp_3[15][1]&temp_3[7][0]);
assign temp_4[15][1]=(temp_3[15][0])|(temp_3[15][1]&temp_3[7][1]);
assign temp_4[16][0]=(temp_3[16][0])|(temp_3[16][1]&temp_3[8][0]);
assign temp_4[16][1]=(temp_3[16][0])|(temp_3[16][1]&temp_3[8][1]);
assign gk[1]=temp_4[1][1];
assign gk[2]=temp_4[2][1];
assign gk[3]=temp_4[3][1];
assign gk[4]=temp_4[4][1];
assign gk[5]=temp_4[5][1];
assign gk[6]=temp_4[6][1];
assign gk[7]=temp_4[7][1];
assign gk[8]=temp_4[8][1];
assign gk[9]=temp_4[9][1];
assign gk[10]=temp_4[10][1];
assign gk[11]=temp_4[11][1];
assign gk[12]=temp_4[12][1];
assign gk[13]=temp_4[13][1];
assign gk[14]=temp_4[14][1];
assign gk[15]=temp_4[15][1];
assign gk[16]=temp_4[16][1];
assign sum[1]=a[1]^b[1]^cin;
assign sum[2]=gk[1]^a[2]^b[2];
assign sum[3]=gk[2]^a[3]^b[3];
assign sum[4]=gk[3]^a[4]^b[4];
assign sum[5]=gk[4]^a[5]^b[5];
assign sum[6]=gk[5]^a[6]^b[6];
assign sum[7]=gk[6]^a[7]^b[7];
assign sum[8]=gk[7]^a[8]^b[8];
assign sum[9]=gk[8]^a[9]^b[9];
assign sum[10]=gk[9]^a[10]^b[10];
assign sum[11]=gk[10]^a[11]^b[11];
assign sum[12]=gk[11]^a[12]^b[12];
assign sum[13]=gk[12]^a[13]^b[13];
assign sum[14]=gk[13]^a[14]^b[14];
assign sum[15]=gk[14]^a[15]^b[15];
assign sum[16]=gk[15]^a[16]^b[16];
assign cout=gk[16];
endmodule
==> CHANGELOG.md <==
## Flow update

* Post-Syn Area at around 900 µm²
* P&R area growth vs syn at 60.9%
* Die W at about 96 µm
* Yosys Chip Area at ~900 µm²
* Drt drc at 0
* Final hold vios at 0
* Total GRT Usage at roughly 5.7%
* Setup Buffers After CTS at 0
* Placed wire-length estimate at approximately 2500 µm
* Worst Hold Class: input port to primary output
* Drt pass-1 iters at 4
* Unrepaired setup endpoints after global routing: no
* Via count at between 1000 and 1500
* Final Max Slew Viols at 0
* WP data required at about 4.7 ns
* Worst IR Drop VDD at 38.3 µV
* Pwr dens at 108 nW/µm²
* Clk_buf instances at 0
* Final Routed Wirelength at approximately 2800 µm
* Distinct lib cells used at 35
* CP arrival at ~4.3 ns
* Crit path capture type: primary output
* Post-layout period usage at between 90 and 100%
* Top cell area share at 20.5%
* Status: finished clean
* Via density at approximately 4.4
* Ratio of cells with drive above 1 in the final layout at 5.95%
* ANT cells at 0
* Final tally of setup violations at 0
* Tool warnings at 32
* LEAKAGE at about 0.46 nW
* Initial antenna violation count at 0
* Resized cells post-CTS at 0
* Num ports at around 50
* Setup TNS at 0 ns
* Crit Path Category: input port to primary output
* Core Area at ~5500 µm²
* # port buffers at around 50
* Largest fanout on the critical path at 3
* First-pass GRT wire length at approximately 4300 µm
* Largest net degree at the start of global routing at 10
* Synth warn at 1
* Top cells excl fill/tap: clkdlybuf4s50_1, xnor2_1, a21oi_1, nor2_1, o21ai_0
* Sequential area share after synthesis at 0%
* Cell type with the largest total area: xnor2_1
* # hold bufs at CTS at 0
* Worst-margin pin slew at 0.319 ns
* Mean Syn Cell Area at approximately 7.0 µm²
* Initial Util at 16.2%
* Max-slew headroom at 78.5%
* Yosys cell count at 129
* Number of max-cap violations at 0
* Syn Inst Count at 129
* Overall Power at between 0.15 and 0.2 mW
* Number of global-route vias before repair at approximately 940
* # fillers at roughly 610
* Die Height at 96 µm
* Flop count at 0
* Routability cong. at approximately 0.77
* Main area contributors: xnor2_1, maj3_1, a21oi_1, xor2_1, o21ai_0
* Peak Freq at between 0.15 and 0.2 GHz
* Overflow after GRT at 0
* Drt wl/cell at roughly 12 µm
* Die area at 9220 µm²
* Register area at 0 µm²
* Post-route ant nets at 0
* Final Critical Period at ~5.5 ns
* Rows at 27
* Worst setup SP type: input port
* Most frequent logic cell in the layout: clkdlybuf4s50_1
* Initial DRC Count at 41
[logic make-up after synthesis]
kind of cell               share of synthesized area [%]
AOI/OAI and AO/OA                                   40.9
xor gates and xnor gates                            27.3
adders and majority gates                           14.8
buffers and inverters                               5.29
and+or+nand+nor                                     11.7
[worst max-delay path, stage by stage]
cell and delay, ns:
clkdlybuf4s50_1 0.43, fa_1 0.46, fa_1 0.42, maj3_2 0.35, a221oi_2 0.27, nor3_1 0.11, a21o_1 0.20, a31o_1 0.25
xnor2_1 0.15, clkdlybuf4s50_1 0.49
[where the power goes]
group,switching (mW),internal [mW]
Clock,0,0
Combinational,0.0564,0.100
Sequential,0,0
[synth_stat cells]
master	count
xnor2_1	21
a21oi_1	13
nor2_1	10
o21ai_0	9
a31oi_1	7
clkbuf_1	7
maj3_1	7
xor2_1	7
nand2_1	6
o31ai_1	6
o21ai_1	3
a211oi_1	2
a31o_1	2
and2_1	2
buf_1	2
buf_2	2
fa_1	2
maj3_2	2
o22ai_1	2
or2_2	2
a21bo_2	1
a21o_1	1
a221oi_2	1
a22o_1	1
a22o_2	1
a22oi_1	1
a2bb2oi_2	1
a311o_1	1
and2_4	1
inv_1	1
nor3_1	1
o21a_1	1
o21a_2	1
o22a_1	1
or3_1	1
[per-layer routing]
metal  global-route usage, %  vias up  wire [µm]  share of wire [%]
met5                       0        -          0                  0
met4                       0        0          0                  0
met3                    1.81        0        314                 11
met2                    9.08       37       1110                 39
met1                    7.70      456       1410                 50
li1                        -      552          -                  -
[path summary, 6_finish.rpt]
kind | start | slack (ns) | to | cells after the start
worst max-delay path | a[1] | 0.40 | sum[13] | 10
worst min-delay path | cin | 3.45 | sum[1] | 3
[cell type report]
class                      count  area [µm²]  area share [%]
inverter                       1        3.75           0.260
multi-input combinational    117         851            58.9
tap                           72        90.1            6.23
timing repair buffer          50         500            34.6
[metrics by stage]
stage	instance area [µm²]	setup slack (ns)	hold WS, ns	utilization [%]	cells
after global placement	1450	0.386	3.45	26.1	240
after CTS	1450	0.351	3.46	26.1	240
after global routing	1450	0.213	3.49	26.1	240
after detailed placement	1450	0.360	3.46	26.1	240
final	1450	0.397	3.45	26.1	240
after floorplan	898	1.44	2.39	-	129
Power is estimated from default activity; no workload was simulated.
