===== flow/design.v =====
module FullAdder5 (a, b, cin, sum, cout);
input a, b, cin;
output sum, cout;
	assign sum = a ^ b ^ cin;
	assign cout  = ((a^b)&cin) | (a&b);	 
endmodule
module Bit4Adder4 (a, b, cin, sum, cout);
input[4:1] a, b;
input cin;
output[4:1] sum;
output cout;
	wire w1, w2, w3;
	FullAdder5 FA_0(a[1], b[1], cin, sum[1], w1);
	FullAdder5 FA_1(a[2], b[2], w1, sum[2], w2);
	FullAdder5 FA_2(a[3], b[3], w2, sum[3], w3);
	FullAdder5 FA_3(a[4], b[4], w3, sum[4], cout);
endmodule
module Bit8Adder (a, b, cin, sum, cout);
input[8:1] a, b;
input cin;
output[8:1] sum;
output cout;
	wire w1;
	Bit4Adder4 B4A1 (a[4:1], b[4:1], cin, sum[4:1], w1);
	Bit4Adder4 B4A2 (a[8:5], b[8:5], w1, sum[8:5], cout);
endmodule

===== flow/run.sh =====
#!/bin/bash
# OpenROAD 26Q1-2900-gdf79404cd8, Yosys 0.63+post, stock flow scripts
make -C /OpenROAD-flow-scripts/flow DESIGN_CONFIG=/design/flow/config.mk WORK_HOME=/design/flow/orfs finish

===== flow/config.mk =====
export PLATFORM = sky130hd
export DESIGN_NAME = Bit8Adder
export DESIGN_NICKNAME = Bit8Adder
export VERILOG_FILES = /design/flow/design.v
export SDC_FILE = /design/flow/constraint.sdc
export NUM_CORES = 4
export LEC_CHECK = 1
export CORE_AREA = 10 10 70 70
export DIE_AREA = 0 0 80 80

===== flow/constraint.sdc =====
current_design Bit8Adder

set clk_period 7.7
set clk_io_pct 0.2

create_clock -name clk0 -period $clk_period

set non_clock_inputs [all_inputs -no_clocks]
set_input_delay [expr $clk_period * $clk_io_pct] -clock clk0 $non_clock_inputs
set_output_delay [expr $clk_period * $clk_io_pct] -clock clk0 [all_outputs]

==> impl_metrics.toml <==
# flow metrics
[pwr]
leakagePower_uw = 0.000187
switching_share_pct = 25.7
clock_power_share_pct = 0
p_switching_uw = 8.98
pwr-share-comb_pct = 100.0
pwr-share-seq_pct = 0
internal_power_uw = 26.0
cellPowerDensity_mw_per_mm2 = 70.4
ir_drop_v = 0.0000264

[run]
warning_count = 32
maxCapViolations = 0

[die]
die_y_um = 80
fp-utilization_pct = 7.00
dieArea_mm2 = 0.00640
die_w_um = 80
io_pins = 26
core-area_mm2 = 0.00342
fp-row-count = 21

[route]
first_iter_violations = 0
diodes = 0
drt_wl_total_um = 717
vias_per_cell = 2.26
detail_route.wl_per_cell_um = 8.44
num_vias = 192
drc = 0
drtAntennaViolNets = 0
dr.pass1.iters = 1

[yosys]
synthDominantCellAreaShare_pct = 67.0
top_area_cell = "fa_1"
top_cells_by_area = "fa_1, buf_4, inv_1"
ys_area_um2 = 239
yosys_warnings = 0
ys_types = 3
synth.avg_cell_area_um2 = 11.4
syn_inst = 21
ys_cells = 21
ys_seq_share_pct = 0
mappedNetlistArea_um2 = 239

[layout]
layout-drive-gt1-share_pct = 0
seq_area_um2 = 0
area_growth_pct = 108
flops = 0
final_cell_mix = "clkdlybuf4s50_1, fa_1, inv_1"
n_fill_cell = 384
layout_top_cell = "clkdlybuf4s50_1"
nClkBuffers = 0

[hold_path]
holdCritPathClass = "in2out"

[sta]
rsz0062_at_grt = "false"
relSlewSlack_pct = 93.6
drv_slew = 0
max_freq_ghz = 0.137
hold_viol = 0
setup_viol = 0
finalSetupTns_ns = 0
period_used_pct = 94.6
fin_crit_ns = 7.28
worst_slew_pin_slew_ns = 0.0955
hold_ws_ns = 4.13

[critical_path]
slowest_stage = "clkdlybuf4s50_1"
max_stage_delay_ns = 0.47
cp_data_required_time_ns = 6.16
cpMostUsedCell = "fa_1"
critPathMaxFanout = 1
crit_type = "in2out"
critPathCaptureType = "primary output"
start_kind = "primary input"
cp.arrival_ns = 5.74
path_cells = "clkdlybuf4s50_1 -> fa_1 -> fa_1 -> fa_1 -> fa_1 -> fa_1 -> fa_1 -> fa_1 -> inv_1 -> fa_1 -> inv_1 -> clkdlybuf4s50_1"

[placement]
gp_congestion = 0.823
portBuffers = 26
place_hpwl_um = 710

[clocking]
post_cts_resized = 0
post-cts-setup-buffer-count = 0
hold_buffers = 0

[global_routing]
grt_pass1_wl_um = 1100
antenna_found_initial = 0
track_usage_pct = 2.17
grt_start_max_net_pins = 2
grt_overflow = 0
grt_pass1_vias = 251

[outcome]
status = "complete, no violations"
==> metal layers <==
metal / wire length [µm] / share of wire [%] / global-route usage [%] / vias up
met2: 137 / 19 / 1.93 / 26
li1: - / - / - / 86
met1: 299 / 42 / 2.91 / 80
met4: 0 / 0 / 0 / 0
met5: 0 / 0 / 0 / -
met3: 280 / 39 / 2.95 / 0
==> cell usage after synthesis, drive strengths merged <==
cell  n
fa    8
buf   8
inv   5
==> power groups by stage <==
stage	clock, µW	sequential (µW)	combinational, µW
6_report	0	0	35.0
5_1_grt	0	0	40.2
4_1_cts	0	0	36.1
==> area by class of cell <==
type | instances | area, µm² | area share (%)
timing repair buffer | 26 | 260 | 52.4
tap | 46 | 57.6 | 11.6
multi-input combinational | 8 | 160 | 32.2
inverter | 5 | 18.8 | 3.78
==> stage by stage <==
step           utilization, %  power [µW]  cells  instance area (µm²)  setup slack (ns)
6_report                 14.5        35.0     85                  497             0.419
3_5_place_dp             14.5        35.8     85                  497             0.399
2_1_floorplan               -        16.5     21                  239              1.35
5_1_grt                  14.5        40.2     85                  497             0.174
4_1_cts                  14.5        36.1     85                  497             0.397
3_3_place_gp             14.5        35.3     85                  497             0.414
==> logic make-up after synthesis <==
kind of cell | share of synthesized area (%)
adders and majority gates | 67.0
buffers and inverters | 33.0
==> critical path: cells and delay by family <==
kind,cells,cell delay (ns)
adder cells (fa/ha/maj),8,3.16
buffers and inverters,4,1.03
==> final timing paths <==
path              endpoint  slack (ns)  cells past startpoint  startpoint
setup / recovery    sum[8]        0.42                     12        a[1]
hold / removal        cout        4.13                      5        b[8]
No activity file was given, so power comes from the tool's default toggle rates.
