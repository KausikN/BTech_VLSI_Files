[/design/flow/run.sh]
#!/bin/bash
# OpenROAD 26Q1-2900-gdf79404cd8, Yosys 0.63+post, stock flow scripts
make -C /OpenROAD-flow-scripts/flow DESIGN_CONFIG=/design/flow/config.mk WORK_HOME=/design/flow/orfs finish
[/design/flow/constraint.sdc]
current_design c432

set clk_period 13.6
set clk_io_pct 0.2

create_clock -name clk0 -period $clk_period

set non_clock_inputs [all_inputs -no_clocks]
set_input_delay [expr $clk_period * $clk_io_pct] -clock clk0 $non_clock_inputs
set_output_delay [expr $clk_period * $clk_io_pct] -clock clk0 [all_outputs]
[/design/flow/design.v]
module c432 (N1,N4,N8,N11,N14,N17,N21,N24,N27,N30,
             N34,N37,N40,N43,N47,N50,N53,N56,N60,N63,
             N66,N69,N73,N76,N79,N82,N86,N89,N92,N95,
             N99,N102,N105,N108,N112,N115,N223,N329,N370,N421,
             N430,N431,N432);
input N1,N4,N8,N11,N14,N17,N21,N24,N27,N30,
      N34,N37,N40,N43,N47,N50,N53,N56,N60,N63,
      N66,N69,N73,N76,N79,N82,N86,N89,N92,N95,
      N99,N102,N105,N108,N112,N115;
output N223,N329,N370,N421,N430,N431,N432;
wire N118,N119,N122,N123,N126,N127,N130,N131,N134,N135,
     N138,N139,N142,N143,N146,N147,N150,N151,N154,N157,
     N158,N159,N162,N165,N168,N171,N174,N177,N180,N183,
     N184,N185,N186,N187,N188,N189,N190,N191,N192,N193,
     N194,N195,N196,N197,N198,N199,N203,N213,N224,N227,
     N230,N233,N236,N239,N242,N243,N246,N247,N250,N251,
     N254,N255,N256,N257,N258,N259,N260,N263,N264,N267,
     N270,N273,N276,N279,N282,N285,N288,N289,N290,N291,
     N292,N293,N294,N295,N296,N300,N301,N302,N303,N304,
     N305,N306,N307,N308,N309,N319,N330,N331,N332,N333,
     N334,N335,N336,N337,N338,N339,N340,N341,N342,N343,
     N344,N345,N346,N347,N348,N349,N350,N351,N352,N353,
     N354,N355,N356,N357,N360,N371,N372,N373,N374,N375,
     N376,N377,N378,N379,N380,N381,N386,N393,N399,N404,
     N407,N411,N414,N415,N416,N417,N418,N419,N420,N422,
     N425,N428,N429;
not NOT1_1 (N118, N1);
not NOT1_2 (N119, N4);
not NOT1_3 (N122, N11);
not NOT1_4 (N123, N17);
not NOT1_5 (N126, N24);
not NOT1_6 (N127, N30);
not NOT1_7 (N130, N37);
not NOT1_8 (N131, N43);
not NOT1_9 (N134, N50);
not NOT1_10 (N135, N56);
not NOT1_11 (N138, N63);
not NOT1_12 (N139, N69);
not NOT1_13 (N142, N76);
not NOT1_14 (N143, N82);
not NOT1_15 (N146, N89);
not NOT1_16 (N147, N95);
not NOT1_17 (N150, N102);
not NOT1_18 (N151, N108);
nand NAND2_19 (N154, N118, N4);
nor NOR2_20 (N157, N8, N119);
nor NOR2_21 (N158, N14, N119);
nand NAND2_22 (N159, N122, N17);
nand NAND2_23 (N162, N126, N30);
nand NAND2_24 (N165, N130, N43);
nand NAND2_25 (N168, N134, N56);
nand NAND2_26 (N171, N138, N69);
nand NAND2_27 (N174, N142, N82);
nand NAND2_28 (N177, N146, N95);
nand NAND2_29 (N180, N150, N108);
nor NOR2_30 (N183, N21, N123);
nor NOR2_31 (N184, N27, N123);
nor NOR2_32 (N185, N34, N127);
nor NOR2_33 (N186, N40, N127);
nor NOR2_34 (N187, N47, N131);
nor NOR2_35 (N188, N53, N131);
nor NOR2_36 (N189, N60, N135);
nor NOR2_37 (N190, N66, N135);
nor NOR2_38 (N191, N73, N139);
nor NOR2_39 (N192, N79, N139);
nor NOR2_40 (N193, N86, N143);
nor NOR2_41 (N194, N92, N143);
nor NOR2_42 (N195, N99, N147);
nor NOR2_43 (N196, N105, N147);
nor NOR2_44 (N197, N112, N151);
nor NOR2_45 (N198, N115, N151);
and AND9_46 (N199, N154, N159, N162, N165, N168, N171, N174, N177, N180);
not NOT1_47 (N203, N199);
not NOT1_48 (N213, N199);
not NOT1_49 (N223, N199);
xor XOR2_50 (N224, N203, N154);
xor XOR2_51 (N227, N203, N159);
xor XOR2_52 (N230, N203, N162);
xor XOR2_53 (N233, N203, N165);
xor XOR2_54 (N236, N203, N168);
xor XOR2_55 (N239, N203, N171);
nand NAND2_56 (N242, N1, N213);
xor XOR2_57 (N243, N203, N174);
nand NAND2_58 (N246, N213, N11);
xor XOR2_59 (N247, N203, N177);
nand NAND2_60 (N250, N213, N24);
xor XOR2_61 (N251, N203, N180);
nand NAND2_62 (N254, N213, N37);
nand NAND2_63 (N255, N213, N50);
nand NAND2_64 (N256, N213, N63);
nand NAND2_65 (N257, N213, N76);
nand NAND2_66 (N258, N213, N89);
nand NAND2_67 (N259, N213, N102);
nand NAND2_68 (N260, N224, N157);
nand NAND2_69 (N263, N224, N158);
nand NAND2_70 (N264, N227, N183);
nand NAND2_71 (N267, N230, N185);
nand NAND2_72 (N270, N233, N187);
nand NAND2_73 (N273, N236, N189);
nand NAND2_74 (N276, N239, N191);
nand NAND2_75 (N279, N243, N193);
nand NAND2_76 (N282, N247, N195);
nand NAND2_77 (N285, N251, N197);
nand NAND2_78 (N288, N227, N184);
nand NAND2_79 (N289, N230, N186);
nand NAND2_80 (N290, N233, N188);
nand NAND2_81 (N291, N236, N190);
nand NAND2_82 (N292, N239, N192);
nand NAND2_83 (N293, N243, N194);
nand NAND2_84 (N294, N247, N196);
nand NAND2_85 (N295, N251, N198);
and AND9_86 (N296, N260, N264, N267, N270, N273, N276, N279, N282, N285);
not NOT1_87 (N300, N263);
not NOT1_88 (N301, N288);
not NOT1_89 (N302, N289);
not NOT1_90 (N303, N290);
not NOT1_91 (N304, N291);
not NOT1_92 (N305, N292);
not NOT1_93 (N306, N293);
not NOT1_94 (N307, N294);
not NOT1_95 (N308, N295);
not NOT1_96 (N309, N296);
not NOT1_97 (N319, N296);
not NOT1_98 (N329, N296);
xor XOR2_99 (N330, N309, N260);
xor XOR2_100 (N331, N309, N264);
xor XOR2_101 (N332, N309, N267);
xor XOR2_102 (N333, N309, N270);
nand NAND2_103 (N334, N8, N319);
xor XOR2_104 (N335, N309, N273);
nand NAND2_105 (N336, N319, N21);
xor XOR2_106 (N337, N309, N276);
nand NAND2_107 (N338, N319, N34);
xor XOR2_108 (N339, N309, N279);
nand NAND2_109 (N340, N319, N47);
xor XOR2_110 (N341, N309, N282);
nand NAND2_111 (N342, N319, N60);
xor XOR2_112 (N343, N309, N285);
nand NAND2_113 (N344, N319, N73);
nand NAND2_114 (N345, N319, N86);
nand NAND2_115 (N346, N319, N99);
nand NAND2_116 (N347, N319, N112);
nand NAND2_117 (N348, N330, N300);
nand NAND2_118 (N349, N331, N301);
nand NAND2_119 (N350, N332, N302);
nand NAND2_120 (N351, N333, N303);
nand NAND2_121 (N352, N335, N304);
nand NAND2_122 (N353, N337, N305);
nand NAND2_123 (N354, N339, N306);
nand NAND2_124 (N355, N341, N307);
nand NAND2_125 (N356, N343, N308);
and AND9_126 (N357, N348, N349, N350, N351, N352, N353, N354, N355, N356);
not NOT1_127 (N360, N357);
not NOT1_128 (N370, N357);
nand NAND2_129 (N371, N14, N360);
nand NAND2_130 (N372, N360, N27);
nand NAND2_131 (N373, N360, N40);
nand NAND2_132 (N374, N360, N53);
nand NAND2_133 (N375, N360, N66);
nand NAND2_134 (N376, N360, N79);
nand NAND2_135 (N377, N360, N92);
nand NAND2_136 (N378, N360, N105);
nand NAND2_137 (N379, N360, N115);
nand NAND4_138 (N380, N4, N242, N334, N371);
nand NAND4_139 (N381, N246, N336, N372, N17);
nand NAND4_140 (N386, N250, N338, N373, N30);
nand NAND4_141 (N393, N254, N340, N374, N43);
nand NAND4_142 (N399, N255, N342, N375, N56);
nand NAND4_143 (N404, N256, N344, N376, N69);
nand NAND4_144 (N407, N257, N345, N377, N82);
nand NAND4_145 (N411, N258, N346, N378, N95);
nand NAND4_146 (N414, N259, N347, N379, N108);
not NOT1_147 (N415, N380);
and AND8_148 (N416, N381, N386, N393, N399, N404, N407, N411, N414);
not NOT1_149 (N417, N393);
not NOT1_150 (N418, N404);
not NOT1_151 (N419, N407);
not NOT1_152 (N420, N411);
nor NOR2_153 (N421, N415, N416);
nand NAND2_154 (N422, N386, N417);
nand NAND4_155 (N425, N386, N393, N418, N399);
nand NAND3_156 (N428, N399, N393, N419);
nand NAND4_157 (N429, N386, N393, N407, N420);
nand NAND4_158 (N430, N381, N386, N422, N399);
nand NAND4_159 (N431, N381, N386, N425, N428);
nand NAND4_160 (N432, N381, N422, N425, N429);
endmodule
[/design/flow/config.mk]
export PLATFORM = sky130hd
export DESIGN_NAME = c432
export DESIGN_NICKNAME = c432
export VERILOG_FILES = /design/flow/design.v
export SDC_FILE = /design/flow/constraint.sdc
export NUM_CORES = 4
export LEC_CHECK = 1
export CORE_AREA = 10 10 70 70
export DIE_AREA = 0 0 80 80
==> flow_summary.yaml <==
# generated from flow reports
run_status:
  status: "completed"
worst_setup_path:
  cp-end-kind: "primary output"
  crit_chain: "clkdlybuf4s50_1, nand2b_1, o2111ai_1, nor3_1, a221o_1, o221ai_1, nor3b_4, and2_1, inv_2, a221oi_1, o41a_1, clkdlybuf4s50_1"
  worstPathArrival_ps: 6960
  criticalPathCategory: "primary input to primary output"
  cp-start-kind: "primary input"
  crit_fanout: 19
  required_ps: 10880
  cp_slowest_stage_delay_ps: 760
  cp_slowest_cell: "a221o_1"
  cpMostUsedCell: "clkdlybuf4s50_1"
global_route:
  grt_overflow_total: 0
  grt_start_max_net_pins: 20
  track_usage_pct: 11.2
  grt_pass1_vias: 1201
  antenna_found_initial: 0
  grt_first_pass_wirelength_um: 6020
floorplanning:
  core_um2: 3420
  initial_utilization_pct: 25.4
  io_pins: 43
  chipArea_um2: 6400
  fp-row-count: 21
  die_x_um: 80
  die_h_um: 80
layout:
  clkbuf_count: 0
  ff_count: 0
  stdcell_count: 211
  utilization_pct: 39.0
  final_area_um2: 1330
  drive_gt1_share_pct: 5.45
  final-seq-area_um2: 0
  final.fill_count: 369
  comb_area_um2: 803
  area_delta_synth_final_pct: 53.7
logic_synthesis:
  ys_chip_area_um2: 867
  top_cell_area_share_pct: 11.5
  synth.largest_area_cell: "nand2b_1"
  syn-instance-count: 125
  ys_types: 46
  syn_avg_cell_area_um2: 6.94
  yosysWarnings: 0
  yosysCellCount: 125
  top_cell: "nand2b_1"
  top_cells_by_count: "nand2b_1 (16), nand2_1 (14), inv_1 (10)"
  topCellsByArea: "nand2b_1 (12%), nand2_1 (6.1%), a221o_1 (5.8%)"
  ys_seq_share_pct: 0
  netlist_area_um2: 867
hold_path:
  min_from: "N66"
  holdPathStages: 4
  min_path_type: "primary input to primary output"
  whs_endpoint: "N432"
timing:
  relSlewSlack_pct: 51.2
  min_period_ps: 9680
  fmax_mhz: 103
  drv_slew: 0
  hold_viol_final: 0
  tightest_slew_ps: 732
  holdWs_ps: 6500
  postLayoutSetupSlackWorst_ps: 3920
  setup_tns_ps: 0
  setup_viol: 0
  grt_setup_unrepaired: "no"
  period_used_pct: 71.2
flow_run:
  warnings: 32
  cap_violations: 0
clocking:
  post-cts-setup-buffer-count: 0
  post_cts_resized: 0
  holdBufCountCts: 0
place:
  dpl_cell_area_um2: 1330
  post-place-ws_ps: 4030
  io_buffers: 43
  hpwl_um: 3110
  place_congestion: 0.930
  dp_cells: 211
power_and_ir_drop:
  ir_drop_v: 0.0000135
  leakagePower_nw: 0.463
  power.total_mw: 0.0566
  powerDensity_nw_per_um2: 42.5
drt:
  antenna_left: 0
  drt_pass1_iterations: 4
  drt-total-wl_um: 3710
  insertedDiodeCount: 0
  wire_per_inst_um: 17.6
  remaining_drc_errors: 0
  num_vias: 1188
  viasPerCell: 5.63
  drtIter0Drc: 113
==> where the power goes <==
part           switching [mW]  internal [mW]  leakage, nW  total (mW)
combinational          0.0264         0.0302        0.463      0.0566
sequential                  0              0            0           0
clock                       0              0            0           0
total                  0.0264         0.0302        0.463      0.0566
==> cells by family (layout without fill, tap and decap cells) <==
group | count (synthesis) | after routing | synth area share [%]
buf+inv | 14 | 54 | 7.36
compound gates | 53 | 53 | 52.5
xor+xnor | 2 | 2 | 2.02
simple gates | 56 | 56 | 38.1
==> worst max-delay path, delay by kind of cell <==
family,cells,cell delay [ps]
buf+inv,3,1040
simple gates,4,1480
compound gates,5,1710
==> worst max path at each step <==
stage                 startpoint    to  slack (ps)
after CTS                    N37  N421        4030
after global routing         N37  N421        3570
final                        N37  N421        3920
==> per-layer routing <==
layer  up-vias  wire length [µm]  global-route usage, %  share of wire [%]
li1        589                 -                      -                  -
met5         -                 0                      0                  0
met3         6               218                   1.02                5.9
met4         0                80                   2.46                2.2
met2        62              1650                   18.1                 44
met1       531              1760                   15.6                 48
==> layout by cell type, fill, tap and decap left out, drive strengths merged, types with 2 or more instances in the layout <==
cell type,Yosys,layout
nand2b,16,16
inv,11,11
nand4,2,2
o211ai,3,3
o2111ai,5,5
nor2,2,2
o21ai,5,5
o221ai,3,3
a221o,5,5
a21oi,3,3
nor3,5,5
or2b,2,2
a221oi,4,4
o41ai,2,2
o2bb2ai,2,2
nor2b,5,5
nand2,14,14
or4,3,3
nand3,3,3
xnor2,2,2
clkdlybuf4s50,0,43
o22ai,4,4
a211oi,3,3
a21boi,2,2
==> final cells by class <==
| type | count | share of cell area, % |
|---|---|---|
| Tap cell | 46 | 4.32 |
| Inverter | 11 | 3.10 |
| Timing Repair Buffer | 43 | 32.3 |
| Multi-Input combinational cell | 111 | 60.3 |
No activity file was given, so power comes from the tool's default toggle rates.
